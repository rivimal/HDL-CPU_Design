==> ./design.v <==
module DataMemory (
    input [7:0] address,          
    input [15:0] writeData,       
    input memRead,                
    input memWrite,               
    output reg [15:0] readData    
);
    reg [15:0] memory [255:0];
    always @(posedge memWrite) begin
        memory[address] <= writeData;  
    end
    always @(posedge memRead) begin
        readData <= memory[address];  
    end
endmodule
==> ./run.sh <==
#!/bin/bash
# OpenROAD 26Q1-2900-gdf79404cd8, Yosys 0.63+post, stock flow scripts
make -C /OpenROAD-flow-scripts/flow DESIGN_CONFIG=/design/flow/config.mk WORK_HOME=/design/flow/orfs finish
==> ./config.mk <==
export PLATFORM = sky130hd
export DESIGN_NAME = DataMemory
export DESIGN_NICKNAME = DataMemory
export VERILOG_FILES = /design/flow/design.v
export SDC_FILE = /design/flow/constraint.sdc
export NUM_CORES = 4
export LEC_CHECK = 1
export CORE_UTILIZATION = 40
==> ./constraint.sdc <==
current_design DataMemory

set clk_period 18.4
set clk_io_pct 0.2

create_clock -name clk0 -period $clk_period [get_ports {memRead}]
create_clock -name clk1 -period $clk_period [get_ports {memWrite}]

set non_clock_inputs [all_inputs -no_clocks]
set_input_delay [expr $clk_period * $clk_io_pct] -clock clk0 $non_clock_inputs
set_output_delay [expr $clk_period * $clk_io_pct] -clock clk0 [all_outputs]
==> out/qor.log <==
[global_route] maximum number of pins on one net before global-route repair 113
[global_route] aggregate global routing overflow 0
[sta] final number of hold-violating endpoints 0
[yosys] distinct cell type count of the synthesized netlist 19
[setup_path] startpoint type of the worst setup path input port
[floorplan] die boundary width 625 um
[cts] post_cts resized 0
[placement] Detailed Place HPWL 235000 um
[worst_hold_path] worst hold-check path type flip-flop to flip-flop
[route] final wirelength 399000 um
[yosys] Syn Std Cell Area 155000 um2
[yosys] tally of yosys warning messages 1
[power] power density over the cells 108 nW/um2
[sta] Worst slew margin -4.47%
[flow_run] number of max-cap violations 1
[setup_path] highest net fanout along the worst path 56
[outcome] outcome complete, but fails checks
[sta] number of setup violations in the final report 0
[global_route] GRT Overall Usage 22.8%
[global_route] via count of the first global-routing pass 80.9k
[cts] CTS tree built
[yosys] number of storage elements in the synthesis netlist 4112
[sta] Tightest Pin Transition 1550 ps
[outcome] violations in the final reports capacitance limit, slew limit
[power] Lkg Pwr 54.2 nW
[yosys] fraction of the yosys area taken by sequential cells 79.4%
[floorplan] area of the die 391000 um2
[cts] TritonCTS Sinks 4112
[setup_path] CP endpoint kind flip-flop
[flow_run] total tool warning count 33
[floorplan] number of primary I/O pins 42
[setup_path] Critical Path RT 18520 ps
[route] antenna-violating nets left 0
[power] worst voltage drop across the vdd grid 71.5 uV
[route] violation count after the first detailed-route iteration 5189
[route] WL per Instance 31.3 um
[cts] clock-pin slew on the worst setup and hold paths 70 ps
[global_route] antenna violations before repair 12
[yosys] per-instance average area after synthesis 23.2 um2
[floorplan] FP Rows 228
[setup_path] arrival time of the worst setup path 9530 ps
[route] via count 72.6k
[route] Post-route DRC 0
[placement] Post-DP Area 164000 um2
[setup_path] class of the most critical setup path input port to flip-flop
[placement] Port-buffer cells 40
[yosys] number of cell instances after yosys synthesis 6704
[sta] worst hold margin 1640 ps
[floorplan] Pre-Place Util 40.2%
[route] via density per instance 5.70
[cts] CTS Hold Bufs 0
[cts] setup fix buffers added after clock tree synthesis 0
[yosys] cells after synthesis 6704
[cells_and_area] proportion of layout cells with a drive suffix above 1 28.5%
[route] detailed-routing iteration count for the pre-antenna-repair pass 5
[sta] Final Slew Violations 2
[cells_and_area] Area growth, synth to finish 14.1%
[sta] setup repair after global routing missed its margin false
[placement] final weighted congestion in routability-driven placement 0.868
[global_route] wire length of the first global-routing pass 574000 um
[power] total power of the final layout 19.2 mW
[floorplan] Placeable Area 386000 um2
[sta] setup_tns 0 ps
[floorplan] die extent in y 625 um
[yosys] chip area estimate from yosys synthesis 155000 um2
[cells_and_area] total non-filler cell area in the finished layout 177000 um2
==> Yosys cell counts (all sizes together) <==
library cell | instances | share of area [%]
a21oi | 256 | 0.83
a22oi | 512 | 2.5
and2 | 2 | 0.0081
buf | 163 | 0.62
clkbuf | 251 | 0.61
dfxtp | 16 | 0.21
edfxtp | 4096 | 79
mux4 | 1024 | 15
nand2 | 25 | 0.060
nand2b | 2 | 0.0081
nand3 | 8 | 0.026
nand4 | 16 | 0.064
nor2 | 260 | 0.63
nor2b | 8 | 0.032
o41ai | 64 | 0.36
or2 | 1 | 0.0040
==> kinds of logic after synthesis <==
family | Yosys count | share of synthesized area, %
DFF | 4112 | 79.4
buffers and inverters | 414 | 1.22
and+or+nand+nor | 322 | 0.832
AOI/OAI and AO/OA | 832 | 3.66
muxes | 1024 | 14.9
==> where the power goes <==
part / switching [mW] / internal, mW
logic: 0.585 / 0.301
registers: 0.0163 / 10.3
clock network: 3.42 / 4.54
==> final timing paths <==
| kind | start | end | slack, ps | depth (start not counted) |
|---|---|---|---|---|
| worst max-delay path | address[1] | readData[10]$_DFF_P_ | 8990 | 12 |
| worst min-delay path | memory[114][2]$_DFFE_PP_ | readData[2]$_DFF_P_ | 1640 | 5 |
| worst max register to register | memory[187][10]$_DFFE_PP_ | readData[10]$_DFF_P_ | 14290 | 6 |
| worst min register to register | memory[114][2]$_DFFE_PP_ | readData[2]$_DFF_P_ | 1640 | 5 |
| max in group clk1 | address[0] | memory[15][7]$_DFFE_PP_ | 11430 | 7 |
| min in group clk1 | writeData[15] | memory[82][15]$_DFFE_PP_ | 3130 | 1 |
==> area by class of cell <==
type / count / area [um2]
Clock inverter: 234 / 1990
Multi-Input combinational cell: 2178 / 30400
Clock buffer: 512 / 10700
Sequential cell: 4112 / 123000
Antenna cell: 11 / 27.5
Timing Repair Buffer: 526 / 4240
Tap cell: 5175 / 6470
Fill cell: 30800 / 209000
==> through the flow <==
stage	utilization [%]	setup WS [ps]	cells
floorplan	-	12200	6704
global placement	42.6	8800	12000
detailed placement	42.6	8810	12000
CTS	45.9	9080	12700
global route	45.9	8730	12700
finish	45.9	8990	12700
==> flip-flops by register name, summed over array words and instances (netlist names) <==
| signal | flops |
|---|---|
| readData | 16 |
| memory | 4096 |
==> cells in the final DEF (no fill, tap or decap), types with 4 or more instances in the layout <==
cell type / netlist / final
sky130_fd_sc_hd__clkbuf_16: 0 / 413
sky130_fd_sc_hd__buf_8: 0 / 17
sky130_fd_sc_hd__nand4_1: 16 / 16
sky130_fd_sc_hd__inv_6: 0 / 13
sky130_fd_sc_hd__buf_4: 10 / 478
sky130_fd_sc_hd__clkinvlp_4: 0 / 6
sky130_fd_sc_hd__nand3_1: 8 / 4
sky130_fd_sc_hd__o41ai_1: 64 / 32
sky130_fd_sc_hd__a22oi_1: 512 / 512
sky130_fd_sc_hd__nand2_1: 25 / 12
sky130_fd_sc_hd__a21oi_1: 256 / 256
sky130_fd_sc_hd__clkinv_1: 0 / 88
sky130_fd_sc_hd__clkinv_2: 0 / 85
sky130_fd_sc_hd__clkbuf_1: 251 / 98
sky130_fd_sc_hd__clkdlybuf4s50_1: 0 / 22
sky130_fd_sc_hd__diode_2: 0 / 11
sky130_fd_sc_hd__clkinv_8: 0 / 5
sky130_fd_sc_hd__edfxtp_1: 4096 / 4096
sky130_fd_sc_hd__clkinv_4: 0 / 5
sky130_fd_sc_hd__buf_12: 0 / 7
sky130_fd_sc_hd__nor2_2: 0 / 9
sky130_fd_sc_hd__nand3_2: 0 / 4
sky130_fd_sc_hd__nand2_2: 0 / 12
sky130_fd_sc_hd__dfxtp_1: 16 / 16
sky130_fd_sc_hd__nor2_1: 260 / 250
sky130_fd_sc_hd__mux4_2: 1024 / 1024
sky130_fd_sc_hd__o41ai_2: 0 / 30
sky130_fd_sc_hd__bufinv_16: 0 / 30
==> metal layers <==
layer | vias up | share of wire (%) | track usage (%)
met5 | - | 0.25 | 1.61
met4 | 38 | 3.6 | 6.18
met3 | 675 | 18 | 18.8
met2 | 4776 | 47 | 33.2
met1 | 37100 | 31 | 26.0
li1 | 30000 | - | -
==> worst max-delay path, cell delays in order <==
cell and delay, ps:
sky130_fd_sc_hd__buf_8 370, sky130_fd_sc_hd__buf_4 570, sky130_fd_sc_hd__buf_4 610, sky130_fd_sc_hd__buf_4 500, sky130_fd_sc_hd__buf_4 570, sky130_fd_sc_hd__buf_4 490, sky130_fd_sc_hd__mux4_2 360, sky130_fd_sc_hd__a22oi_1 150
sky130_fd_sc_hd__a21oi_1 210, sky130_fd_sc_hd__o41ai_1 1380, sky130_fd_sc_hd__buf_4 260, sky130_fd_sc_hd__nand4_1 80
Power is estimated from default activity; no workload was simulated.
