==> design/flow/config.mk <==
export PLATFORM = sky130hd
export DESIGN_NAME = RegisterFile
export DESIGN_NICKNAME = RegisterFile
export VERILOG_FILES = /design/flow/design.v
export SDC_FILE = /design/flow/constraint.sdc
export NUM_CORES = 4
export LEC_CHECK = 1
export CORE_UTILIZATION = 50
==> design/flow/constraint.sdc <==
current_design RegisterFile

set clk_period 4.4
set clk_io_pct 0.2

create_clock -name clk0 -period $clk_period [get_ports {clk}]

set non_clock_inputs [all_inputs -no_clocks]
set_input_delay [expr $clk_period * $clk_io_pct] -clock clk0 $non_clock_inputs
set_output_delay [expr $clk_period * $clk_io_pct] -clock clk0 [all_outputs]
==> design/flow/design.v <==
module RegisterFile (
    input wire clk,                  
    input wire [2:0] read_reg1,      
    input wire [2:0] read_reg2,      
    input wire [2:0] write_reg,      
    input wire [15:0] write_data,    
    input wire reg_write,            
    output wire [15:0] read_data1,   
    output wire [15:0] read_data2    
);
    reg [15:0] registers [7:0];
    assign read_data1 = registers[read_reg1];
    assign read_data2 = registers[read_reg2];
    always @(posedge clk) begin
        if (reg_write) begin
            registers[write_reg] <= write_data;
        end
    end
endmodule
==> design/flow/run.sh <==
#!/bin/bash
# OpenROAD 26Q1-2900-gdf79404cd8, Yosys 0.63+post, stock flow scripts
make -C /OpenROAD-flow-scripts/flow DESIGN_CONFIG=/design/flow/config.mk WORK_HOME=/design/flow/orfs finish
==> out/metrics.csv <==
stage;metric;value;unit
status;outcome;completed;
grt;grt_max_degree;33;
worst_setup_path;slowest_stage;clkdlybuf4s50_1;
synthesis;synth_chip_area;6045;um2
routing;diodes;0;
routing;ant_nets;0;
die;fp-row-count;39;
sta;tightest_slew;0.4556;ns
die;io_pins;59;
sta;fmax;0.2676;GHz
worst_setup_path;path_delay_family;buffers and inverters;
cts;cts_max_level;4;
worst_setup_path;end_kind;primary output;
synthesis;synth_cell_type_count;12;
final_layout;final_util;62.61;%
cts;hold_buffers;0;
worst_setup_path;crit_fanout;32;
routing;drt_first_iter_violations;86;
cts;cts_made_buffers;17;
final_layout;num-fill-cells;820;
grt;grt_pass1_vias;3260;
hold_path;min_from;write_data[6];
power_and_ir_drop;finalPower;2.778;mW
sta;rsz0062_at_grt;no;
cts;clockBufferDepth;2;
sta;setup_viol;0;
worst_setup_path;crit_type;in2out;
flow_run;maxCapViolations;0;
worst_setup_path;crit_buf_inv;3;
synthesis;syn-mean-instance-area;23.70;um2
worst_setup_path;worstPathCellList;clkdlybuf4s50_1 > buf_4 > mux4_1 > mux2_2 > clkdlybuf4s50_1;
cts;cts_root_buffer;clkbuf_16;
final_layout;layout-drive-gt1-share;22.26;%
die;core;11610;um2
power_and_ir_drop;net-switching-power;527.4;uW
synthesis;top_area_share;63.59;%
sta;finalClockPeriodUsage;84.95;%
die;die_w;112.0;um
sta;setup_tns;0;ns
synthesis;async_flop_share;0;%
grt;antenna_found_initial;0;
sta;finalMaxSlewViolations;0;
synthesis;synth_warnings;1;
worst_setup_path;required;3.52;ns
final_layout;largest_reg_flops;128;
power_and_ir_drop;power_frac_comb;9.7;%
power_and_ir_drop;leakage;2.484;nW
power_and_ir_drop;clockPowerShare;39.9;%
routing;drt-total-wl;11490;um
worst_setup_path;worstPathArrival;2.86;ns
synthesis;area_leaders;edfxtp_1 (64%), mux4_1 (24%), mux2_2 (6.0%), mux4_2 (3.0%), buf_6 (1.5%);
routing;dr.pass1.iters;15;
routing;viasPerCell;6.158;
worst_setup_path;critPathMaxStageDelay;0.46;ns
sta;finalCriticalPeriod;3.738;ns
synthesis;synth-edff-count;128;
synthesis;ys_seq_share;63.59;%
synthesis;ys_top_cells_by_count;edfxtp_1 (128), mux4_1 (56), mux2_2 (32);
final_layout;syn2layout_area_growth;20.29;%
hold_path;holdPathEnd;registers[0][6]$_DFFE_PP_;
synthesis;yosys_cells;255;
synthesis;flop_cell;edfxtp_1;
routing;drc;0;
final_layout;stdcell_area;7271;um2
place;io_buffers;58;
place;hpwl;6372;um
synthesis;top_area_cell;edfxtp_1;
die;floorplan.core_util;52.05;%
routing;dr_total_vias;2956;
power_and_ir_drop;ir_drop;235.1;uV
synthesis;synth_top_cell_by_count;edfxtp_1;
place;place_area;6804;um2
grt;gr-total-overflow;0;
hold_path;hold_depth;1;
final_layout;regMostFlops;registers;
hold_path;worst_hold_path_type;in2reg;
flow_run;warnings;26;
routing;post_drt_wl_per_cell;23.93;um
power_and_ir_drop;swShare;18.98;%
cts;cts_resized;0;
cts;cts_tree;built;
grt;track_usage;22.17;%
power_and_ir_drop;pwr-share-seq;50.4;%
final_layout;top_regs;registers: 128 flops;
synthesis;syn-cell-area;6045;um2
die;die_area;12530;um2
power_and_ir_drop;power.internal;2.251;mW
worst_setup_path;cp-start-kind;primary input;
sta;slew_headroom;69.63;%
synthesis;ys_seq_elements;128;
die;fp.dieH;112.0;um
place;gp_congestion;0.7279;
power_and_ir_drop;p_per_area;382.1;nW/um2
grt;grt_first_pass_wirelength;17600;um
cts;cts.sinks;128;
cts;cts_setup_buffers;0;
sta;timing.final.hold_violations;0;
synthesis;syn_inst;255;
cts;clkSlewWorstSetupHoldPaths;0.05;ns
worst_setup_path;cpMostUsedCell;clkdlybuf4s50_1;
## power by group through the flow
stage	Combinational [mW]	Clock, mW	Sequential (mW)
final	0.270	1.11	1.40
after global routing	0.292	1.18	1.40
after CTS	0.275	1.13	1.40
## through the flow
stage / hold slack (ns) / setup WS [ns] / instances
4_1_cts: 1.192 / 0.6679 / 480
3_3_place_gp: 1.605 / 0.6809 / 452
5_1_grt: 1.221 / 0.5688 / 480
3_5_place_dp: 1.610 / 0.6873 / 452
6_report: 1.204 / 0.6624 / 480
2_1_floorplan: 0.9789 / 1.621 / 255
## logic make-up after synthesis
kind of cell | Yosys count | synth area share, %
and+or+nand+nor | 13 | 0.9729
muxes | 96 | 33.29
buffers and inverters | 18 | 2.153
DFF | 128 | 63.59
## per-layer routing
layer	routed length, um	GRT usage [%]
met5	0	0
met4	120	2.133
met3	1282	12.63
met2	5692	33.17
met1	4393	33.98
## placed cells by master (no fill, tap or decap), drive strengths merged, types with 3 or more instances in the layout
master         count
edfxtp           128
mux4              64
clkdlybuf4s50     56
mux2              32
clkbuf            23
buf               16
nor2               6
clkinv             5
nand2b             3
## how the worst max path moves through the flow
stage | startpoint | to | slack, ns | depth (start not counted)
after CTS | read_reg2[2] | read_data2[9] | 0.67 | 5
after global routing | read_reg2[2] | read_data2[9] | 0.57 | 5
final | read_reg2[2] | read_data2[9] | 0.66 | 5
## final cells by class
class / instances / area [um2] / area share [%]
Clock buffer: 23 / 447.9 / 6.161
Clock inverter: 5 / 18.77 / 0.2581
Multi-Input combinational cell: 109 / 2081 / 28.62
Sequential cell: 128 / 3844 / 52.87
Tap cell: 143 / 178.9 / 2.461
Timing Repair Buffer: 72 / 700.7 / 9.637
Power figures rest on the tool's default switching activity, not on a simulated workload.
