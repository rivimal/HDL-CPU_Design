<file path="design/flow/design.v">
`timescale 1ns / 1ps
module ALU (
    input [15:0] A,     
    input [15:0] B,     
    input [2:0] ALUOp,  
    output reg [15:0] Result,  
    output Zero         
);
    always @(*) begin
        case(ALUOp)
            3'b000: Result = A + B;    
            3'b001: Result = A - B;    
            3'b010: Result = A & B;    
            3'b011: Result = A | B;    
            3'b100: Result = ~A;       
            default: Result = 16'b0;   
        endcase
    end
    assign Zero = (Result == 16'b0) ? 1'b1 : 1'b0;
endmodule
</file>
<file path="design/flow/run.sh">
#!/bin/bash
# OpenROAD 26Q1-2900-gdf79404cd8, Yosys 0.63+post, stock flow scripts
make -C /OpenROAD-flow-scripts/flow DESIGN_CONFIG=/design/flow/config.mk WORK_HOME=/design/flow/orfs finish
</file>
<file path="design/flow/config.mk">
export PLATFORM = sky130hd
export DESIGN_NAME = ALU
export DESIGN_NICKNAME = ALU
export VERILOG_FILES = /design/flow/design.v
export SDC_FILE = /design/flow/constraint.sdc
export NUM_CORES = 4
export LEC_CHECK = 1
export CORE_UTILIZATION = 30
</file>
<file path="design/flow/constraint.sdc">
current_design ALU

set clk_period 20.0
set clk_io_pct 0.2

create_clock -name clk0 -period $clk_period

set non_clock_inputs [all_inputs -no_clocks]
set_input_delay [expr $clk_period * $clk_io_pct] -clock clk0 $non_clock_inputs
set_output_delay [expr $clk_period * $clk_io_pct] -clock clk0 [all_outputs]
</file>
==> results.txt <==
Results of the full flow below.

Yosys:
- After Yosys synthesis, and, or, nand and nor cells account for between 30 and 40% of the synthesized area.
- The run puts the area fraction in full adders, half adders and majority gates at 22.32%.
- The run gives the post-synthesis cell type count as 54.
- In the synthesized netlist, the number of instances is 252.
- The run puts the synthesis area per yosys at 1727 sq um.
- The run gives the dominant kind of combinational cell as simple AND/OR/NAND/NOR gates.
- The run puts the portion of the post-synthesis area used by sequential elements at 0%.
- The run puts the number of warning messages in the yosys log at 1.
- The run puts the share of the synthesized area in the top cell type at 13.04%.
- In the synthesized netlist, the cells that appear most often are sky130_fd_sc_hd__nand2_1 (25), sky130_fd_sc_hd__nor2_1 (21), sky130_fd_sc_hd__a21oi_1 (19), sky130_fd_sc_hd__ha_1 (18).
- The most common cell in the synthesized netlist is sky130_fd_sc_hd__nand2_1.
- The synthesis report lists the most area-consuming cells as sky130_fd_sc_hd__ha_1 (13%), sky130_fd_sc_hd__maj3_1 (8.1%), sky130_fd_sc_hd__xnor2_1 (6.6%), sky130_fd_sc_hd__a21oi_1 (5.5%), sky130_fd_sc_hd__nand2_1 (5.4%).
- The run gives the share of synthesized cell area in and-or and or-and compound cells as between 20 and 30%.
- A synthesized cell averages 6.852 sq um.
- The run gives the xor-xnor portion of the synthesized cell area as around an eighth.
- The run gives the library cell occupying the most area in the post-synthesis netlist as sky130_fd_sc_hd__ha_1.
- In this run the cell area of the synthesized design comes to 1727 sq um.
- The run puts the cell count listed in synth_stat.txt at roughly 250.
- The run puts the mux contribution to synthesized area at 0.5797%.

Floorplanning:
- The run puts the effective utilization at floorplan at 31.17%.
- The run gives the die area as 6063 sq um.
- The run puts the number of rows in the core area at 27.
- The run puts the chip height at just under 80 um.
- The run gives the width of the die as roughly 80 um.
- Pin placement for this block handled around 52 I/O pins.
- The run puts the core footprint at 5540 sq um.

Routing:
- TritonRoute reported its final design rule violation total as 0.
- The run puts the DRC marker count from the first detailed-route iteration at 134.
- In the post-route report, total wirelength is listed as 5.782 mm.
- The run gives the number of vias per cell as around 5.6.
- The run puts the first-pass iteration count of the detailed router at 5.
- The run gives the routed wirelength normalized by instance count as 15.67 um.
- The detailed router placed 2066 vias in this run.
- The run gives the count of antenna diodes in the layout as 0.
- The count of nets left with antenna violations once routing finished came out at 0.

Timing:
- The final timing report lists a hold violation count of 0.
- The run gives the period utilization as 63.65%.
- Setup repair after global routing left no endpoint under its margin.
- The run puts the headroom to the max-slew limit at 58.04%.
- The run puts the highest clock rate at 0.07856 GHz.
- The run puts the count of endpoints failing setup in the final report at 0.
- The run gives the count of pins over their slew limit as 0.
- Final hold analysis gives a worst-case slack of around 9.1 ns.
- The run gives the setup slack after layout as around 7.3 ns.
- The run gives the worst-margin pin slew as 0.6270 ns.
- The run puts the time the final worst path needs with I/O delays and setup at 12.73 ns.
- The run puts the sum of negative setup slack at 0 ns.

Clock network:
- The run puts the post-cts resize count at 0.
- After clock tree synthesis, the flow added hold-fix buffers numbering 0.
- The run gives the post-CTS repair timing setup buffer count as 0.

GRT:
- The run gives the first-pass GRT wire length as 9.508 mm.
- Global routing used between 10% and 20% of the available tracks across all layers.
- The run puts the initial antenna violation count at 0.
- The run puts the via count of the first global-routing pass at 1862.
- The run puts the remaining global-route overflow at 0.
- The run gives the largest net degree at the start of global routing as 24.

Critical path:
- The run gives the arrival time of the worst setup path as 8.73 ns.
- The run puts the required time at the worst-slack endpoint at approximately 16 ns.
- The worst setup path is launched from a primary input.
- By startpoint and endpoint, the worst setup path is classified as in -> out.
- STA classifies the critical path endpoint as an output pin.
- The run gives the maximum fanout count along the critical path as 10.

Finish:
- The run gives the count of clock buffers in the final design as 0.
- Across the whole layout, storage elements account for 0 sq um.
- The run gives the count of sequential standard cells as 0.
- The final layout report lists a filler cell count of 597.
- The run puts the share of layout cells above drive strength 1 at 4.377%.
- In this run the layout overhead on the synthesized area is reported as 34.28%.

Placed design:
- The run puts the worst setup slack after placement at a little over 7 ns.
- The run gives the count of input and output buffers as between 50 and 60.
- Per the gpl log, the routability congestion estimate is between 0.9 and 1.
- The run gives the detailed-placement wirelength estimate as ~4.7 mm.

Power and ir drop:
- The run gives the power per standard cell area as roughly 33 nW/um^2.
- The worst-case IR drop observed on VDD is 0.01294 mV.
- The design draws 0.07719 mW.
- The run gives the leakage power of the design as 0.9057 nW.

Min path:
- The run gives the type of the tightest min-delay check as in -> out.

Run status:
- The flow ran to the end, and the final reports show no timing, DRC or antenna violations.

Flow run:
- Across the run, the number of max-cap violations was 0.
- Summing over the stages, the warning tally comes to 34.
[per-stage QoR]
| stage | util, % | instances | cell area (sq um) |
|---|---|---|---|
| final | 41.85 | 369 | 2318 |
| after global routing | 41.85 | 369 | 2318 |
| after CTS | 41.85 | 369 | 2318 |
| after detailed placement | 41.85 | 369 | 2318 |
| after global placement | 41.85 | 369 | 2318 |
| after floorplan | - | 252 | 1727 |
[kinds of logic after synthesis]
family          count (synthesis)
simple gates                  100
compound gates                 76
fa+ha+maj                      33
xor+xnor                       23
buf+inv                        19
mux                             1
[path summary, 6_finish.rpt]
path | from | to | slack (ns) | cells past startpoint
worst max-delay path | ALUOp[1] | Zero | 7.27 | 16
worst min-delay path | A[1] | Result[1] | 9.08 | 3
[cell type report]
| class | count | area (sq um) | area share [%] |
|---|---|---|---|
| Timing Repair Buffer | 55 | 543.0 | 23.42 |
| Tap cell | 72 | 90.09 | 3.886 |
| Inverter | 9 | 33.78 | 1.457 |
| Multi-Input combinational cell | 233 | 1652 | 71.24 |
[metal layers]
| layer | global-route usage, % | vias to the layer above | part of all wire [%] |
|---|---|---|---|
| li1 | - | 1047 | - |
| met3 | 0.9558 | 4 | 7.0 |
| met2 | 31.68 | 88 | 45 |
| met1 | 29.96 | 927 | 47 |
| met5 | 0 | - | 0 |
| met4 | 2.264 | 0 | 0.88 |
[power by group]
| group | internal [mW] | leakage [nW] | switching [mW] |
|---|---|---|---|
| Sequential | 0 | 0 | 0 |
| Combinational | 0.0390 | 0.906 | 0.0381 |
| Clock | 0 | 0 | 0 |
| Total | 0.0390 | 0.906 | 0.0381 |
[layout by cell type (no fill, tap or decap), drive strengths merged, types with 3 or more instances in the layout]
| cell | synthesis | layout |
|---|---|---|
| clkdlybuf4s50 | 0 | 52 |
| nand2 | 25 | 25 |
| nor2 | 21 | 21 |
| a21oi | 19 | 19 |
| ha | 18 | 18 |
| o21ai | 15 | 15 |
| maj3 | 14 | 14 |
| xnor2 | 13 | 13 |
| xor2 | 10 | 10 |
| nand3 | 10 | 10 |
| inv | 9 | 9 |
| nor3 | 9 | 9 |
| a21o | 9 | 9 |
| nor2b | 6 | 6 |
| o31ai | 5 | 5 |
| nand2b | 5 | 5 |
| o221ai | 5 | 5 |
| o2111ai | 4 | 4 |
| nor4 | 4 | 4 |
| or3 | 3 | 3 |
| and3 | 3 | 3 |
| buf | 4 | 3 |
| or4 | 3 | 3 |
[critical path, stage by stage]
cell,delay [ns]
sky130_fd_sc_hd__clkdlybuf4s50_1,0.55
sky130_fd_sc_hd__nor2_1,0.56
sky130_fd_sc_hd__nand2_1,0.35
sky130_fd_sc_hd__nor2_1,0.17
sky130_fd_sc_hd__a21o_1,0.14
sky130_fd_sc_hd__inv_1,0.05
sky130_fd_sc_hd__ha_1,0.28
sky130_fd_sc_hd__nor2b_4,0.14
sky130_fd_sc_hd__o2111a_1,0.26
sky130_fd_sc_hd__or4_4,0.54
sky130_fd_sc_hd__a31o_1,0.22
sky130_fd_sc_hd__a211o_1,0.26
sky130_fd_sc_hd__a2111oi_0,0.35
sky130_fd_sc_hd__nand4b_1,0.18
sky130_fd_sc_hd__nor4_2,0.17
sky130_fd_sc_hd__clkdlybuf4s50_1,0.50
No activity file was given, so power comes from the tool's default toggle rates.
